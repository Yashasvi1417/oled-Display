==> flow/run.sh <==
#!/bin/bash
# OpenROAD 26Q1-2900-gdf79404cd8, Yosys 0.63+post, stock flow scripts
make -C /OpenROAD-flow-scripts/flow DESIGN_CONFIG=/design/flow/config.mk WORK_HOME=/design/flow/orfs finish
==> flow/design.v <==
`timescale 1ns / 1ps
module charROM(
input [6:0] addr,
output [63:0] data 
    );
reg [63:0] mem [127:0];  
initial
begin
    mem[0] = 'h0000000000000000;
    mem[1] = 'h0000000000000000;
    mem[2] = 'h0000000000000000;
    mem[3] = 'h0000000000000000;
    mem[4] = 'h0000000000000000;
    mem[5] = 'h0000000000000000;
    mem[6] = 'h0000000000000000;
    mem[7] = 'h0000000000000000;
    mem[8] = 'h0000000000000000;
    mem[9] = 'h0000000000000000;
    mem[10] = 'h0000000000000000;
    mem[11] = 'h0000000000000000;
    mem[12] = 'h0000000000000000;
    mem[13] = 'h0000000000000000;
    mem[14] = 'h0000000000000000;
    mem[15] = 'h0000000000000000;
    mem[16] = 'h0000000000000000;
    mem[17] = 'h0000000000000000;
    mem[18] = 'h0000000000000000;
    mem[19] = 'h0000000000000000;
    mem[20] = 'h0000000000000000;
    mem[21] = 'h0000000000000000;
    mem[22] = 'h0000000000000000;
    mem[23] = 'h0000000000000000;
    mem[24] = 'h0000000000000000;
    mem[25] = 'h0000000000000000;
    mem[26] = 'h0000000000000000;
    mem[27] = 'h0000000000000000;
    mem[28] = 'h0000000000000000;
    mem[29] = 'h0000000000000000;
    mem[30] = 'h0000000000000000;
    mem[31] = 'h0000000000000000;
    mem[32] = 'h0000000000000000;
    mem[33] = 'h0000005f00000000;
    mem[34] = 'h0000030003000000;
    mem[35] = 'h643c26643c262400;
    mem[36] = 'h2649497f49493200;
    mem[37] = 'h4225120824522100;
    mem[38] = 'h20504e5522582800;
    mem[39] = 'h0000000300000000;
    mem[40] = 'h00001c2241000000;
    mem[41] = 'h00000041221c0000;
    mem[42] = 'h0015150e0e151500;
    mem[43] = 'h0008083e08080000;
    mem[44] = 'h0000005030000000;
    mem[45] = 'h0008080808080000;
    mem[46] = 'h0000004000000000;
    mem[47] = 'h4020100804020100;
    mem[48] = 'h003e4141413e0000;
    mem[49] = 'h0000417f40000000;
    mem[50] = 'h00426151496e0000;
    mem[51] = 'h0022414949360000;
    mem[52] = 'h001814127f100000;
    mem[53] = 'h0027494949710000;
    mem[54] = 'h003c4a4948700000;
    mem[55] = 'h004321110d030000;
    mem[56] = 'h0036494949360000;
    mem[57] = 'h00060949291e0000;
    mem[58] = 'h0000001200000000;
    mem[59] = 'h0000005230000000;
    mem[60] = 'h0000081414220000;
    mem[61] = 'h0014141414141400;
    mem[62] = 'h0000221414080000;
    mem[63] = 'h0002015905020000;
    mem[64] = 'h3e415d554d512e00;
    mem[65] = 'h407c4a094a7c4000; 
    mem[66] = 'h417f494949493600; 
    mem[67] = 'h1c22414141412200; 
    mem[68] = 'h417f414141221c00;
    mem[69] = 'h417f49495d416300;
    mem[70] = 'h417f49091d010300;
    mem[71] = 'h1c224149493a0800;
    mem[72] = 'h417f0808087f4100;
    mem[73] = 'h0041417F41410000;
    mem[74] = 'h304041413F010100;
    mem[75] = 'h417f080c12614100;
    mem[76] = 'h417f414040406000;
    mem[77] = 'h417f420c427f4100;
    mem[78] = 'h417f420c117f0100;
    mem[79] = 'h1c22414141221c00;
    mem[80] = 'h417f490909090600;
    mem[81] = 'h0c12212161524c00;
    mem[82] = 'h417f090919694600;
    mem[83] = 'h6649494949493300;
    mem[84] = 'h0301417f41010300;
    mem[85] = 'h013f4140413f0100;
    mem[86] = 'h010f3140310f0100;
    mem[87] = 'h011f6114611f0100;
    mem[88] = 'h4141360836414100;
    mem[89] = 'h0103447844030100;
    mem[90] = 'h4361514945436100;
    mem[91] = 'h00007f4141000000;
    mem[92] = 'h0102040810204000;
    mem[93] = 'h000041417f000000;
    mem[94] = 'h0004020101020400;
    mem[95] = 'h0040404040404000;
    mem[96] = 'h0001020000000000;
    mem[97] = 'h00344a4a4a3c4000;
    mem[98] = 'h00413f4848483000;
    mem[99] = 'h003c424242240000;
    mem[100] = 'h00304848493f4000;
    mem[101] = 'h003c4a4a4a2c0000;
    mem[102] = 'h0000487e49090000;
    mem[103] = 'h00264949493f0100;
    mem[104] = 'h417f480444784000;
    mem[105] = 'h0000447d40000000;
    mem[106] = 'h000040443d000000;
    mem[107] = 'h417f101824424200;
    mem[108] = 'h0040417f40400000;
    mem[109] = 'h427e027c027e4000;
    mem[110] = 'h427e4402427c4000;
    mem[111] = 'h003c4242423c0000;
    mem[112] = 'h00417f4909090600;
    mem[113] = 'h00060909497f4100;
    mem[114] = 'h00427e4402020400;
    mem[115] = 'h00644a4a4a360000;
    mem[116] = 'h00043f4444200000;
    mem[117] = 'h00023e4040227e40;
    mem[118] = 'h020e3240320e0200;
    mem[119] = 'h021e6218621e0200;
    mem[120] = 'h4262140814624200;
    mem[121] = 'h0143453805030100;
    mem[122] = 'h004662524a466200;
    mem[123] = 'h0000083641000000;
    mem[124] = 'h0000007f00000000;
    mem[125] = 'h0000004136080000;
    mem[126] = 'h0018080810101800;
    mem[127] = 'hAA55AA55AA55AA55;
end    
assign data = mem[addr];
endmodule
==> flow/config.mk <==
export PLATFORM = sky130hd
export DESIGN_NAME = charROM
export DESIGN_NICKNAME = charROM
export VERILOG_FILES = /design/flow/design.v
export SDC_FILE = /design/flow/constraint.sdc
export NUM_CORES = 4
export LEC_CHECK = 1
export CORE_UTILIZATION = 50
export SYNTH_MEMORY_MAX_BITS = 65536
==> flow/constraint.sdc <==
current_design charROM

set clk_period 4.9
set clk_io_pct 0.2

create_clock -name clk0 -period $clk_period

set non_clock_inputs [all_inputs -no_clocks]
set_input_delay [expr $clk_period * $clk_io_pct] -clock clk0 $non_clock_inputs
set_output_delay [expr $clk_period * $clk_io_pct] -clock clk0 [all_outputs]
==> results.yml <==
# yosys + openroad results
worst_setup_path:
  cp.required_ns: 3.92
  startpoint_type: "input pin"
  endpoint_kind: "output port"
  path_class: "input pin to output port"
  crit_chain: "clkdlybuf4s50_1 -> buf_12 -> ha_1 -> nor2_1 -> nor2_1 -> a221oi_1 -> a211o_1 -> nand3_1 -> clkdlybuf4s50_1"
  arrival_ns: 3.93
  cp_max_fo: 24
  crit_slowest_cell: "nor2_1"
  worst_path_largest_cell_delay_ns: 0.71
global_routing:
  antenna_found_initial: 1
  grt_pass1_vias: 6961
  grt_pass1_wl_um: 42510
  grt_max_degree: 130
  gr-total-overflow: 0
  grt_usage_pct: 57.49
power_and_ir_drop:
  p_switching_uw: 406.0
  p_comb_share_pct: 100.0
  pwr-share-seq_pct: 0
  p_clk_share_pct: 0
  p_int_uw: 253.8
  leakagePower_nw: 2.143
  swShare_pct: 61.54
  power.density_mw_per_mm2: 113.7
  vdd_drop_max_mv: 0.1044
flow_run:
  tool_warnings: 55
  max_cap_viol_count: 0
logic_synthesis:
  synth_cells: 809
  most_common_cell: "o21ai_0"
  ys_area_mm2: 0.004883
  post-synth-top-area-cell: "o21ai_0"
  avgSynthCellArea_um2: 6.036
  area_leaders: "o21ai_0 (10%), a21oi_1 (8.2%), nand2_1 (7.0%)"
  syn_area_mm2: 0.004883
  synth_top_area_share_pct: 10.15
  top_cells_by_count: "o21ai_0 (99), nand2_1 (91), a21oi_1 (80)"
  ys_cells: 809
  synth_cell_types: 81
  ys_seq_share_pct: 0
  yosysWarningCount: 1
routing:
  drtPass1Iterations: 9
  vias: 7567
  drt-initial-drc-count: 1501
  n_antenna_cell: 0
  wl_um: 28200
  ant_nets: 0
  drc: 0
  vias_per_cell: 7.801
  wire_per_inst_um: 29.07
placed_design:
  dp_cells: 970
  dp_hpwl_um: 19070
  portBuffers: 64
  place_congestion: 1.161
run_status:
  status: "finished, violations left"
  violations: "negative setup slack"
timing:
  slew_headroom_pct: 41.69
  grt_setup_unrepaired: "yes"
  whs_ns: 2.873
  setup_slack_ns: -0.008610
  fmax_mhz: 203.7
  drv_slew: 0
  final_hold_viol_count: 0
  fin_crit_ns: 4.909
  tightest_slew_ns: 0.8714
  setup_violations: 1
  finalClockPeriodUsage_pct: 100.2
layout:
  syn_to_final_growth_pct: 18.81
  seqCellArea_um2: 0
  nFlopsAndLatches: 0
  nClkBuffers: 0
  drive_above_1_share_pct: 13.91
  final_cells: 970
die:
  die_y_um: 100.8
  die_w_um: 100.8
  chip_area_mm2: 0.01017
  core-area_mm2: 0.009371
  row_count: 35
  fp_util_pct: 52.11
  ioPinCount: 71
min_path:
  hp-class: "input pin to output port"
clock_tree:
  postCtsSetupBuffers: 0
[per-layer routing]
metal / global-route usage [%] / part of all wire, % / vias up / wire (um)
met4: 39.13 / 10 / 2 / 2944
li1: - / - / 3089 / -
met3: 35.19 / 19 / 287 / 5447
met1: 69.16 / 33 / 3323 / 9422
met5: 0 / 0.043 / - / 12
met2: 74.92 / 37 / 866 / 10370
[critical path, delay by kind of cell]
kind | cells | cell delay (ns)
compound gates | 2 | 0.53
buf+inv | 3 | 1.07
simple gates | 3 | 0.99
fa+ha+maj | 1 | 0.34
[area by class of cell]
| class | count | area, um^2 |
|---|---|---|
| fillers | 950 | 3570 |
| inverters | 11 | 41.29 |
| multi-input cells | 685 | 4300 |
| well taps | 129 | 161.4 |
| repair buffers | 145 | 1299 |
[cells by family after synthesis]
logic type | after synthesis | share of synthesized area [%]
compound gates | 362 | 48.76
xor+xnor | 1 | 0.1794
fa+ha+maj | 22 | 5.790
buf+inv | 130 | 13.14
mux | 16 | 4.638
other cells | 1 | 0.07679
simple gates | 277 | 27.41
[worst paths after layout]
| check | from | to | slack [ns] | cells past startpoint |
|---|---|---|---|---|
| max | addr[0] | data[36] | -0.009 | 9 |
| min | addr[4] | data[49] | 2.87 | 4 |
[power groups by stage]
stage	Combinational, mW	Clock (mW)	Sequential (mW)
finish	0.660	0	0
global route	0.683	0	0
CTS	0.607	0	0
[what timing repair did]
| action | CTS | global route |
|---|---|---|
| endpoints found under the setup margin | 0 | 20 |
| resized | 0 | 12 |
| hold buffers | 0 | 0 |
[metrics by stage]
step                      setup TNS [ns]  instance area [um^2]  setup WS [ns]  total power, mW  util, %
after floorplan                        0                  4906         0.6766           0.3464        -
after global placement                 0                  5766        0.05242           0.6078    61.52
after detailed placement               0                  5766         0.1129           0.6040    61.52
after CTS                              0                  5766         0.1007           0.6069    61.52
after global routing            -0.01203                  5802      -0.006873           0.6831    61.91
final                          -0.008610                  5802      -0.008610           0.6598    61.91
[cells in the final DEF (no fill, tap or decap), types with 5 or more instances in the layout]
cell type	count
o2bb2ai_1	5
o31ai_1	7
and2_1	9
a21oi_1	78
nand2b_1	13
nand2_1	91
o21ai_0	99
a311oi_1	5
a211oi_1	11
o211ai_1	24
buf_4	79
o221ai_1	9
a21o_1	5
clkdlybuf4s50_1	60
buf_12	5
a32oi_1	5
nor2b_1	22
mux2i_1	8
a31oi_1	20
a211o_1	7
ha_1	19
o22ai_1	12
nor2_1	60
o311ai_0	12
a221oi_1	14
conb_1	7
inv_1	9
nand3_1	26
a221o_1	5
nor3_1	22
No activity file was given, so power comes from the tool's default toggle rates.
