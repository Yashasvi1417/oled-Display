### /design/flow/run.sh
#!/bin/bash
# OpenROAD 26Q1-2900-gdf79404cd8, Yosys 0.63+post, stock flow scripts
make -C /OpenROAD-flow-scripts/flow DESIGN_CONFIG=/design/flow/config.mk WORK_HOME=/design/flow/orfs finish
### /design/flow/config.mk
export PLATFORM = sky130hd
export DESIGN_NAME = delayGen
export DESIGN_NICKNAME = delayGen
export VERILOG_FILES = /design/flow/design.v
export SDC_FILE = /design/flow/constraint.sdc
export NUM_CORES = 4
export LEC_CHECK = 1
export CORE_AREA = 10 10 83 83
export DIE_AREA = 0 0 93 93
### /design/flow/constraint.sdc
current_design delayGen

set clk_period 3.0
set clk_io_pct 0.2

create_clock -name clk0 -period $clk_period [get_ports {clock}]

set non_clock_inputs [all_inputs -no_clocks]
set_input_delay [expr $clk_period * $clk_io_pct] -clock clk0 $non_clock_inputs
set_output_delay [expr $clk_period * $clk_io_pct] -clock clk0 [all_outputs]
### /design/flow/design.v
`timescale 1ns / 1ps
module delayGen(
    input clock,
    input delayEn,
    output reg delayDone
    );
reg [17:0] counter;    
always @(posedge clock)
begin
    if(delayEn & counter!=200000)
        counter <= counter+1;
    else
        counter <= 0;
end
always @(posedge clock)
begin
    if(delayEn & counter==200000)
        delayDone <= 1'b1;
    else
        delayDone <= 1'b0;
end
endmodule
==> reports/notes.md <==
The number of warnings the tools reported is 26. In this run the core area contains 26 standard-cell rows. The final-report hold violation count is 0, and the utilization after layout is 20.1%.

Per STA, the startpoint of the critical path is counter[6]. Of the cells placed in the final design, the portion with a size suffix greater than 1 is 8.82%. Global routing used 3.97% of the available tracks. For this design the ratio of total power to cell area is 439 nW/um^2.

The synthesized netlist contains 23 unique library cells. With the wire length per cell after detailed routing at 9.47 um, the clock latency reported for the late side of the worst-skew pair is 0.26 ns. The tools report the post-cts gate resize count as 0. Once the clock tree was built, the setup fixing pass inserted 0 buffers. The register bit total from synthesis works out to 19. The largest family of logic cells by area is simple AND/OR/NAND/NOR gates.

The worst path uses 67.3% of the clock period. Required time reported for the critical path endpoint: 3.11 ns. The count of nets left with antenna violations once routing finished came out at 0. The worst hold path cell count is 1, and the core utilization before placement is 17.3%. For reference, the top cells by count after synthesis are dfxtp_1, nor2_1, xnor2_1, inv_1, nor4_1.

The cell count after synthesis came out at 98. Cell count after placement: 168. Number of optimization iterations in the first detailed-route pass: 4. TritonCTS built the clock tree. The total negative slack for setup checks was 0 ns. The cell-mix breakdown from Yosys lists the adder-cell area share as 2.81%. The width of the die was 93 um; the relative slew slack was 48.0%. Across all hold checks on the routed design, the worst slack comes to 0.501 ns. The run gives 3 as the number of top-level design ports. Once layout is complete, the cells apart from fillers number 172.

The count of buffers added on input and output ports is 2. The final antenna diode tally reported by the flow is 0. In this run the static leakage power is 0.312 nW.

The global route stage reports its total congestion overflow as 0. The worst register-to-register path has a depth of 4. Walking the worst path, the cells encountered are nor4b_1 -> nand4b_1 -> o31ai_4 -> nor2_1. For the count of vias placed by the detailed router, the log shows 669. Entering global routing, the biggest net connects 19 pins. Counting flops with an async set or reset pin after synthesis yields a share of 0%.

The core region is 5140 um^2. For reference, simple AND, OR, NAND and NOR cells occupy 31.5% of the area reported after synthesis. The internal reg-to-reg setup slack was 0.98 ns.

For reference, the clock transition at the flip-flops on the worst setup and hold paths is 0.07 ns. RePlAce ended its routability-driven mode at a weighted congestion of 0.804. The area fraction in mux cells is 0%, and the maximum clock frequency is 495 MHz. DRC violation count after routing: 0. Slowest cell on the critical path: o31ai_4. STA lists the maximum fanout along the critical path as 18.

With the largest incremental delay on the critical path at 0.75 ns, the area taken by flip-flops and latches is 380 um^2. The type of the tightest min-delay check was reg -> reg. After synthesis the cells add up to 891 um^2. Setup repair after global routing left no endpoint under its margin. The run gives 0.781 ns for the slew at the pin with the worst max-slew slack. The worst setup path is of the reg -> reg kind.

The CTS report gives the tree buffer count as 3. In this run, the synthesized area fraction spent on xor and xnor cells is recorded as 14.7%. Clock tree synthesis selected as its root buffer the cell clkbuf_8.

The main area contributors are dfxtp_1, xnor2_1, nor2_1, nor4_1, nand4_1. Buffers inserted to repair hold after CTS numbered 0. The worst-case vdd ir drop came out at 0.000162 V.

The area growth from synthesis to layout is 15.9%. Post-synth the commonest register cell is dfxtp_1. The global-route wire length before repair was 2840 um; the number of maximum-capacitance constraint violations was 0. The run gives 0 as the number of antenna violations at the first check in global routing. For the count of final max-slew check failures, the log shows 0.

Per the Yosys statistics, synthesis produced 98 cells. Nature of the critical path endpoint: a flop. The flow ran to the end, and the final reports show no timing, DRC or antenna violations. The setup clock skew after layout is 0.00868 ns, and the post-synthesis compound-gate area fraction is 3.93%. The source of the worst register-to-register timing path is counter[6].

The tools report the final setup violation count as 0. The post-layout minimum cycle time is 2.02 ns, and the count of flip-flops with a built-in enable after synthesis is 0. The area share of the largest cell type after synthesis works out to 42.7%. Kind of launch point of the worst setup path: a flop. The sequential-to-total area share from yosys stat is 42.7%, and the tally of yosys warning messages is 1.

The capture point of the worst register-to-register path is recorded as counter[3]. The wire length recorded after detailed routing is 1630 um. The maximum root-to-sink buffer count was 2. Counting the fill cells in the layout gives 591. Once iteration 0 of detailed routing completed, the report listed 53 DRC markers. For the synthesis area per yosys, the log shows 891 um^2. The routed design shows a via density per instance of 3.89. Per the hold report, the tightest min-delay path originates at counter[0]. The total clock sinks is 19. The die is 93 um tall.

Biggest area consumer among synthesized cells: dfxtp_1. The endpoint of the worst hold path is reported as counter[0]. After synthesis, the mean cell area works out to 9.09 um^2. For the via count of the first global-routing pass, the log shows 593. After floorplanning, the die was sized to cover 8650 um^2. Total power for the finished layout comes to 0.000453 W. The sum of net half-perimeters after detailed placement came out at 1100 um. Per the layout area report, the combinational gate area comes to 472 um^2.

For the H-tree depth reported by CTS, the log shows 1. At the worst endpoint, the arrival time is 2.13 ns.
==> power breakdown <==
part | switching, W | leakage [nW] | total, W | internal (W)
clock network | 0.0000858 | 0.0255 | 0.000178 | 0.0000923
registers | 0.00000517 | 0.154 | 0.000261 | 0.000255
logic | 0.00000841 | 0.133 | 0.0000146 | 0.00000619
total | 0.0000994 | 0.312 | 0.000453 | 0.000354
==> sequential cells by signal, indices dropped and copies added, names as in the netlist <==
name / count
counter: 18
delayDone: 1
==> logic make-up after synthesis <==
logic type      count (synthesis)
flops                          19
simple gates                   50
xor+xnor                       15
fa+ha+maj                       2
compound gates                  3
buf+inv                         9
==> layout by cell type (no fill, tap or decap), types with 2 or more instances in the layout <==
master / Yosys / layout
nor2_1: 19 / 19
dfxtp_1: 19 / 19
xnor2_1: 11 / 11
inv_1: 7 / 7
nor4_1: 7 / 7
nand3_1: 6 / 6
nand4_1: 6 / 6
xor2_1: 4 / 4
clkbuf_8: 0 / 3
nand2_1: 2 / 2
nand4_2: 2 / 2
nor3_1: 2 / 2
ha_1: 2 / 2
clkdlybuf4s50_1: 0 / 2
==> layer usage <==
layer	part of all wire, %	global-route usage [%]	vias up
met3	7.3	1.70	2
met4	0.80	0.257	0
li1	-	-	353
met1	54	5.97	294
met5	0	0	-
met2	38	5.32	20
==> through the flow <==
step / area (um^2) / setup slack, ns
5_1_grt: 1030 / 0.736
2_1_floorplan: 891 / 1.24
3_5_place_dp: 986 / 0.979
6_report: 1030 / 0.981
4_1_cts: 1030 / 0.973
3_3_place_gp: 986 / 1.00
==> final cells by class <==
cell class | count | area share (%)
Multi-Input combinational cell | 70 | 45.7
Sequential cell | 19 | 36.8
Tap cell | 70 | 8.48
Clock buffer | 3 | 4.00
Inverter | 7 | 2.55
Timing Repair Buffer | 2 | 1.94
Clock inverter | 1 | 0.485
==> critical path, delay by kind of cell (launching register included) <==
family	cells	cell delay, ns
AOI/OAI and AO/OA	1	0.75
DFF	1	0.43
and+or+nand+nor	3	0.70
==> worst max-delay path by stage <==
stage                         end  slack (ns)  cells after the start
after CTS              counter[2]        0.97                      5
final                  counter[3]        0.98                      4
after global routing  counter[14]        0.74                      4
No activity file was given, so power comes from the tool's default toggle rates.
